<file path="config.mk">
export PLATFORM = sky130hd
export DESIGN_NAME = ALU
export DESIGN_NICKNAME = ALU
export VERILOG_FILES = /design/flow/design.v
export SDC_FILE = /design/flow/constraint.sdc
export NUM_CORES = 4
export LEC_CHECK = 1
export CORE_UTILIZATION = 40
</file>
<file path="constraint.sdc">
current_design ALU

set clk_period 15.6
set clk_io_pct 0.2

create_clock -name clk0 -period $clk_period

set non_clock_inputs [all_inputs -no_clocks]
set_input_delay [expr $clk_period * $clk_io_pct] -clock clk0 $non_clock_inputs
set_output_delay [expr $clk_period * $clk_io_pct] -clock clk0 [all_outputs]
</file>
<file path="design.v">
`timescale 1ns / 1ps
module Adder(A, B, sum, cin, cout, of);
	input [31:0] A, B;
	input cin;
	output reg [31:0] sum;
	output reg cout, of;
	reg c31;
	always@(*) begin 
		{c31, sum[30:0]} = A[30:0] + B[30:0] + cin;
		{cout, sum[31]} = A[31] + B[31] + c31;
		of = cout ^ c31;
	end
endmodule
`timescale 1ns / 1ps
module ALU(reg1, reg2, op, res, cin, dir, carryFlag, zeroFlag, negFlag, overflowFlag, updateCarry);
	input [2:0] op;
	input	cin, dir;
	input [31:0] reg1, reg2;
	output reg [31:0] res;
	output reg carryFlag, zeroFlag, negFlag, overflowFlag, updateCarry;
	wire [31:0] sum, shiftL, shiftA, compA;
	wire cout, of;
	wire carryLatchIn;
	Adder adder(reg1, reg2, sum, cin, cout, of);
	Complementor comp(reg2, compA);
	LogicShifter logicshift(reg1, reg2, shiftL, dir);
	ArithmeticShifter arithshift(reg1, reg2, shiftA);
	parameter ADD=3'b000, COMP=3'b001, AND=3'b010, XOR=3'b011, SHIFT_L=3'b100, SHIFT_A=3'b101;
	always @(*) begin
		case(op)
			ADD: begin
				res = sum;
				carryFlag = cout;
				zeroFlag = (reg1 == 32'b0) ? 1'b1 : 1'b0;
				negFlag = (reg1[31] == 1'b1) ? 1'b1 : 1'b0;
				overflowFlag = of;
				updateCarry = 1'b1;
				end
			COMP: begin
				res = compA;
				zeroFlag = (reg1 == 32'b0) ? 1'b1 : 1'b0;
				negFlag = (reg1[31] == 1'b1) ? 1'b1 : 1'b0;
				carryFlag = 1'b0;
				overflowFlag = 1'b0;
				updateCarry = 1'b0;
				end
			AND: begin
				res = reg1 & reg2;
				zeroFlag = (reg1 == 32'b0) ? 1'b1 : 1'b0;
				negFlag = (reg1[31] == 1'b1) ? 1'b1 : 1'b0;
				carryFlag = 1'b0;
				overflowFlag = 1'b0;
				updateCarry = 1'b0;
				end
			XOR: begin
				res = reg1 ^ reg2;
				zeroFlag = (reg1 == 32'b0) ? 1'b1 : 1'b0;
				negFlag = (reg1[31] == 1'b1) ? 1'b1 : 1'b0;
				carryFlag = 1'b0;
				overflowFlag = 1'b0;
				updateCarry = 1'b0;
				end
			SHIFT_L: begin
				res = shiftL;
				zeroFlag = (reg1 == 32'b0) ? 1'b1 : 1'b0;
				negFlag = (reg1[31] == 1'b1) ? 1'b1 : 1'b0;
				carryFlag = 1'b0;
				overflowFlag = 1'b0;
				updateCarry = 1'b0;
				end
			SHIFT_A: begin
				res = shiftA;
				zeroFlag = (reg1 == 32'b0) ? 1'b1 : 1'b0;
				negFlag = (reg1[31] == 1'b1) ? 1'b1 : 1'b0;
				carryFlag = 1'b0;
				overflowFlag = 1'b0;
				updateCarry = 1'b0;
				end
			default: begin
				res = reg1;
				carryFlag = 1'b0;
				overflowFlag = 1'b0;
				zeroFlag = (reg1 == 32'b0) ? 1'b1 : 1'b0;
				negFlag = (reg1[31] == 1'b1) ? 1'b1 : 1'b0;
				updateCarry = 1'b0;
				end
		endcase
	end
endmodule
`timescale 1ns / 1ps
module ArithmeticShifter(A, shamt, res);
	input signed [31:0] A;
	input [31:0] shamt;
	output [31:0] res;
	assign res = A>>>shamt;
endmodule
`timescale 1ns / 1ps
module LogicShifter(A, shamt, res, dir);
	input [31:0] A;
	input [31:0] shamt;
	output [31:0] res;
	input dir;
	assign res = (dir) ? A>>shamt : A<<shamt; 
endmodule
`timescale 1ns / 1ps
module Complementor(A, compA);
	input [31:0] A;
	output [31:0] compA;
	assign compA = ~A + 32'b1;
endmodule
</file>
<file path="run.sh">
#!/bin/bash
# OpenROAD 26Q1-2900-gdf79404cd8, Yosys 0.63+post, stock flow scripts
make -C /OpenROAD-flow-scripts/flow DESIGN_CONFIG=/design/flow/config.mk WORK_HOME=/design/flow/orfs finish
</file>
==> run summary <==
Syn Inst Count: 1238
highest routed layer: met4
diode count: 0
DR vias: 10900
Antenna Nets Post-Route: 0
Core ar.: 21200 um^2
full die area: 22400 um^2
Arr. time, crit path: 7.95 ns
post-layout min period: 11.07 ns
Seq share, synth: 0%
HP Start: op[0]
gr ovfl total: 0
clock buffers: 0
Final Hold Fails: 0
CTS resizes: 0
register area: 0 um^2
die span in y: 150 um
Slowest cell on crit path: clkdlybuf4s50_1
Largest delay share family, worst path: AND-OR/OR-AND gates
hold depth: 5
Worst Setup Start Kind: primary input
number of port buffers: 106
largest net degree at the start of global routing: 56
Total GRT Usage: 42.3%
Site Rows: 53
Max Slew Vio Count: 0
setup violators final: 0
proportion of layout cells with a drive suffix above 1: 13.0%
Flops: 0
initial antenna violation count: 0
Clk network pwr share: 0%
final period utilization: 70.9%
internal power: 0.000140 W
sequential group share of total power: 0%
fin util: 46.7%
Slew @ Worst Pin: 0.909 ns
detailed placement HPWL: 34.8 mm
Post-Syn Area per Cell: 7.05 um^2
1st-pass router iterations: 6
Placer Congestion: 1.13
unrepaired setup endpoints after global routing: no
Met2 Wirelength: 20.4 mm
PnR Total Power: 0.000328 W
drc violations: 0
IO Pins: 106
cell area after layout: 9910 um^2
Hold WC Path Type: in2out
buffers and inverters on the worst path: 3
critical-path maximum fanout: 12
Final Worst Setup Slack: 4.53 ns
cell count listed in synth_stat.txt: 1238
Leak: 3.57 nW
final wirelength: 46.1 mm
Avg Vias per Cell: 7.12
CP endpoint kind: output port
max cap viols: 0
Yosys Chip Area: 8730 um^2
FMAX: 90.4 MHz
DR iter-0 viols: 1382
synthesized cell area: 8730 um^2
Die Wd: 150 um
Pwr Density: 33.1 nW/um^2
most frequent logic cell in the layout: nor2_1
FP Util: 41.1%
metal3 WL: 5.12 mm
dominant logic cell types in the final layout: nor2_1 (132), nand2_1 (120), clkdlybuf4s50_1 (100), a21oi_1 (80), o21ai_0 (76)
outcome: finished clean
vias in the first global route: 10000
max_slew headroom: 39.1%
combinational share of power: 100.0%
Net Sw Frac: 57.2%
Max VDD drop: 0.0226 mV
postcts setup bufs: 0
area grow syn2layout: 13.6%
wire length on met1: 18.8 mm
Ys Warns: 2
Hold Buf Count CTS: 0
first-pass GRT wire length: 67.5 mm
CP max stage delay: 0.80 ns
OpenROAD warnings: 32
worst-path cell chain: clkdlybuf4s50_1 > inv_1 > fa_1 > nor2b_1 > o211ai_1 > a21oi_1 > o2111ai_1 > a211oi_1 > o2111ai_1 > nand3b_1 > a21oi_1 > fa_1 > o41ai_1 > a31oi_1 > nand3_1 > clkdlybuf4s50_1
Net Sw Power: 0.000188 W
TNS Setup: 0 ns
count of cell types in the netlist: 85
Crit path required time: 12.48 ns
Worst Setup Path Type: in2out
DR WL/cell: 30.1 um
dpl cell area: 9910 um^2
hold path endpoint: res[19]
pre-CTS WS: 4.67 ns
==> kinds of logic (layout without fill, tap and decap cells) <==
family | Yosys count | after routing | synth area share (%)
compound gates | 399 | 399 | 31.1
xor+xnor | 46 | 46 | 4.61
fa+ha+maj | 36 | 36 | 5.42
buf+inv | 152 | 171 | 6.94
mux | 159 | 159 | 26.9
simple gates | 446 | 446 | 25.0
==> tightest hold or removal path: stages <==
cell and delay, ns:
buf_2 0.09, buf_4 0.31, nand2_1 0.13, a31oi_1 0.08
clkdlybuf4s50_1 0.39
==> synth_stat cells, drive strengths merged, types with 14 or more instances <==
| cell | instances | area [um^2] |
|---|---|---|
| a211oi | 27 | 203 |
| nor4 | 23 | 171 |
| buf | 35 | 166 |
| xnor2 | 22 | 193 |
| o211ai | 20 | 150 |
| nand2 | 121 | 462 |
| mux2i | 66 | 661 |
| nand4 | 20 | 125 |
| nand3 | 43 | 215 |
| nor3 | 25 | 130 |
| ha | 33 | 413 |
| inv | 18 | 67.6 |
| a22oi | 14 | 105 |
| a31oi | 21 | 131 |
| mux4 | 57 | 1280 |
| o21ai | 79 | 395 |
| o22ai | 23 | 144 |
| a21o | 18 | 135 |
| xor2 | 24 | 210 |
| a21oi | 81 | 409 |
| mux2 | 36 | 405 |
| nor2b | 14 | 87.6 |
| clkbuf | 95 | 357 |
| nor2 | 133 | 516 |
==> worst max path at each step <==
| stage | from | to | slack (ns) | depth (start not counted) |
|---|---|---|---|---|
| 4_1_cts | reg1[0] | overflowFlag | 4.67 | 16 |
| 5_1_grt | reg1[0] | overflowFlag | 4.31 | 16 |
| 6_report | reg1[0] | overflowFlag | 4.53 | 16 |
==> per-layer routing <==
layer  GRT usage [%]  vias up
met2            64.1      766
met5               0        -
li1                -     4847
met3            8.79       93
met4            12.5        0
met1            61.0     5202
==> power by group through the flow <==
stage	logic (W)	clock network [W]	registers, W
after CTS	0.000320	0	0
after global routing	0.000350	0	0
final	0.000328	0	0
==> per-stage QoR <==
stage | hold WS [ns] | instances
final | 7.24 | 1532
after global routing | 7.32 | 1532
after CTS | 7.24 | 1532
after detailed placement | 7.24 | 1532
after global placement | 7.25 | 1532
after floorplan | 6.31 | 1238
==> final cells by class <==
class	instances	area, um^2
fill	2242	11300
inverter	22	82.6
multi-input combinational	1086	8130
tap	275	344
timing repair buffer	149	1360
Power figures rest on the tool's default switching activity, not on a simulated workload.
