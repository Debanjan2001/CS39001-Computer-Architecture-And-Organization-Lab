### flow/run.sh
#!/bin/bash
# OpenROAD 26Q1-2900-gdf79404cd8, Yosys 0.63+post, stock flow scripts
make -C /OpenROAD-flow-scripts/flow DESIGN_CONFIG=/design/flow/config.mk WORK_HOME=/design/flow/orfs finish
### flow/config.mk
export PLATFORM = sky130hd
export DESIGN_NAME = NextInstr
export DESIGN_NICKNAME = NextInstr
export VERILOG_FILES = /design/flow/design.v
export SDC_FILE = /design/flow/constraint.sdc
export NUM_CORES = 4
export LEC_CHECK = 1
export CORE_UTILIZATION = 40
### flow/constraint.sdc
current_design NextInstr

set clk_period 8.2
set clk_io_pct 0.2

create_clock -name clk0 -period $clk_period

set non_clock_inputs [all_inputs -no_clocks]
set_input_delay [expr $clk_period * $clk_io_pct] -clock clk0 $non_clock_inputs
set_output_delay [expr $clk_period * $clk_io_pct] -clock clk0 [all_outputs]
### flow/design.v
`timescale 1ns / 1ps
module NextInstr(
	input rst,	
	input [2:0] branch,
	input carry,
	input negative,
	input zero,
	input [2:0] funccode,
	input [31:0] pc,
	input [23:0] label,
	input [31:0] regData,
	output reg [31:0] nextInstrAddr,
	output reg [31:0] brLinkAddr
);
	wire [31:0] pc_1;
	parameter BTYP1 = 3'b001, BTYP2 = 3'b010, BTYP3 = 3'b100;
	assign pc_1 = pc + 1;
	always @(*) begin
		if(rst) begin
			nextInstrAddr = 32'd0;
			brLinkAddr = 32'd0;
		end
		else begin
			case(branch) 
				BTYP1: begin
					nextInstrAddr = regData[31:0];
				end
				BTYP2: begin
					if(funccode == 3'b000) begin
						nextInstrAddr = {8'd0,label};
					end
					else if(funccode == 3'b001) begin
						nextInstrAddr = {8'd0,label};
					end
					else if(funccode == 3'b010) begin
						if(carry)
							nextInstrAddr = {8'd0,label};
						else
							nextInstrAddr = pc_1;
					end
					else if(funccode == 3'b011) begin
						if(carry == 0)
							nextInstrAddr = {8'd0,label};
						else
							nextInstrAddr = pc_1;
					end
					else begin
						nextInstrAddr = pc_1;
					end
				end
				BTYP3: begin
					if(funccode == 3'b000) begin
						if(negative)
							nextInstrAddr = {13'd0,label[18:0]};
						else
							nextInstrAddr = pc_1;
					end
					else if(funccode == 3'b001) begin
						if(zero)
								nextInstrAddr = {13'd0,label[18:0]};
							else
								nextInstrAddr = pc_1;
					end
					else if(funccode == 3'b010) begin
						if(zero == 0)
								nextInstrAddr = {13'd0,label[18:0]};
							else
								nextInstrAddr = pc_1;
					end
					else begin
						nextInstrAddr = pc_1;
					end
				end
				default: begin
					nextInstrAddr = pc_1;
				end
			endcase
			brLinkAddr = pc_1;
		end
	end
endmodule
==> impl_metrics.yaml <==
# yosys + openroad results
run_status:
  status: "completed"
layout:
  clock_buffers: 0
  utilization: 0.7631
  drive_gt1_frac: 0.04564
  ff_count: 0
  seq_area_sq_um: 0
  syn2layout_area_growth_pct: 79.58
synth:
  synth_area_sq_um: 2047
  ys_sh_mux: 0.03240
  syn_area_per_cell_sq_um: 6.003
  synthAoiAreaFrac: 0.4053
  top_area_cell: "nor2_1"
  ys_seq_frac: 0
  top_cell: "nor2_1"
  yosysUniqueCellTypes: 50
  synthTopLogicFamily: "AND-OR/OR-AND gates"
  xor_share: 0.1326
  top_area_frac: 0.09719
  ys_warn_count: 1
  top_cells_by_count: "nor2_1 (53), nand2_1 (36), o21ai_0 (32), a21oi_1 (29), clkbuf_1 (18)"
  ys_sh_adder: 0.006112
  synth_stat.cells: 341
  ys_chip_area_sq_um: 2047
  simple_gate_share: 0.3649
  synthCells: 341
  topCellsByArea: "nor2_1 (9.7%), o21ai_0 (7.8%), a21oi_1 (7.1%)"
setup_path:
  startpoint: "branch[1]"
  crit_path_end_kind: "primary output"
  path_class: "in2out"
  required_ns: 6.56
  cp-start-kind: "input pin"
  path_buffers: 3
  cp_num_cells: 8
  cp.arrival_ns: 5.02
  path_max_fanout: 16
  path_delay_family: "buffers and inverters"
  crit_top_cell: "clkdlybuf4s50_1"
  cp_cell_sequence: "clkdlybuf4s50_1, inv_2, or3_1, o21a_1, a21oi_2, nor2_1, a2111oi_2, clkdlybuf4s50_1"
  cpMaxStageDelayCell: "clkdlybuf4s50_1"
  critPathMaxStageDelay_ns: 0.84
  critPathCapture: "nextInstrAddr[1]"
global_route:
  overflow: 0
  grt_usage: 0.3163
  grt_max_degree: 60
  grt_pass1_vias: 2655
  grt_antenna_before_repair: 0
  grt_first_pass_wirelength_mm: 13.35
place:
  place_congestion: 0.9057
  hpwlAfterDp_mm: 7.005
  io_buffer_count: 162
final_timing:
  hold_viol_final: 0
  timing.fmax_ghz: 0.1501
  maxSlewViolCount: 0
  worst_pin_slew_ns: 0.8740
  setup_viol: 0
  final.period_utilization: 0.8127
  rsz0062_at_grt: "false"
  maxSlewHeadroom: 0.4173
  setup_tns_ns: 0
  finalCriticalPeriod_ns: 6.664
floorplanning:
  chip_area_sq_um: 5407
  dieWidth_um: 73.54
  fp_util: 0.4249
  die_h_um: 73.54
  rows: 25
  coreArea_sq_um: 4817
  pin_count: 162
clocking:
  postCtsHoldBufs: 0
  post_cts.repair.setup_buffers: 0
  ctsResizeCount: 0
pwr:
  ir_worst_vdd_uv: 33.34
  p_leak_nw: 1.234
  p_int_w: 0.0001078
  power_density_nw_per_um2: 49.99
  seq_power_share: 0
  p_sw_w: 0.00007596
  p_sw_frac: 0.4134
  combPwrFrac: 1.000
  p_clk_frac: 0
routing:
  postRouteWirelength_mm: 8.968
  drt_iter0_drc: 418
  antenna_left: 0
  viasPerCell: 5.774
  first_pass_iters: 5
  num_antenna_cells: 0
  vias: 3170
  drt_drc_violations_left: 0
  avgRoutedWirePerCell_um: 16.34
worst_hold_path:
  worst_hold_startpoint: "label[20]"
  hold_path.class: "in2out"
job:
  warning_count: 33
  cap_viol_max_count: 0
-- metrics by stage --
| stage | power [W] | hold WS, ns | std cells | area [sq um] | setup slack (ns) |
|---|---|---|---|---|---|
| floorplan | 0.00006795 | 3.290 | 341 | 2047 | 3.473 |
| global placement | 0.0001796 | 4.186 | 549 | 3676 | 1.699 |
| detailed placement | 0.0001808 | 4.200 | 549 | 3676 | 1.615 |
| CTS | 0.0001820 | 4.205 | 549 | 3676 | 1.602 |
| global route | 0.0001977 | 4.225 | 549 | 3676 | 1.321 |
| finish | 0.0001838 | 4.198 | 549 | 3676 | 1.536 |
-- logic make-up (layout without fill, tap and decap cells) --
kind of cell / Yosys count / count (layout)
fa+ha+maj: 1 / 1
simple gates: 149 / 149
mux: 6 / 6
compound gates: 123 / 123
xor+xnor: 31 / 31
buf+inv: 31 / 172
-- final cells by class --
cell class                 count  area [sq um]
multi-input combinational    310          1927
timing repair buffer         165          1639
fill                         368          1141
tap                           67         83.83
inverter                       7         26.28
-- cells in the final DEF (no fill, tap or decap), drive strengths merged, types with 3 or more instances in the layout --
cell type | Yosys | final
xnor2 | 16 | 16
a21o | 3 | 3
and4 | 3 | 3
o21ai | 32 | 32
o22ai | 9 | 9
nand2 | 36 | 36
o21a | 5 | 5
nand3 | 14 | 14
o211ai | 5 | 5
nor3 | 9 | 9
nand2b | 3 | 3
a211oi | 4 | 4
a22o | 3 | 3
nor2 | 53 | 53
o31a | 4 | 4
mux2 | 5 | 5
buf | 6 | 4
a221oi | 11 | 11
nor4 | 5 | 5
and3 | 3 | 3
inv | 7 | 7
xor2 | 15 | 15
nor2b | 7 | 7
a21oi | 30 | 30
nand4 | 12 | 12
a2111oi | 5 | 5
clkdlybuf4s50 | 0 | 161
-- metal layers --
metal,global-route usage,up-vias,wire (um)
li1,-,1559,-
met1,0.4939,1442,4060
met2,0.4873,167,4135
met3,0.04300,2,756
met4,0.008547,0,16
met5,0,-,0
-- how the worst min path moves through the flow --
stage	endpoint	cells past startpoint	slack, ns
after CTS	nextInstrAddr[31]	4	4.21
after global routing	nextInstrAddr[31]	4	4.23
final	nextInstrAddr[20]	4	4.20
-- power by group through the flow --
| stage | clock (W) | combinational (W) | sequential [W] |
|---|---|---|---|
| finish | 0 | 0.000184 | 0 |
| global route | 0 | 0.000198 | 0 |
| CTS | 0 | 0.000182 | 0 |
No activity file was given, so power comes from the tool's default toggle rates.
