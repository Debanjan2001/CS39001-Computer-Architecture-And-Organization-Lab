$ cat ./design.v
`timescale 1ns / 1ps
module RegFile(
   input rst,
	input clk,
	input [4:0] regAddr1,
	input [4:0] regAddr2,
	input [4:0] writeAddr,
	input [31:0] writeData,
	input regWrite,
	output reg [31:0] regData1,
	output reg [31:0] regData2,
	output [31:0] resOut
);
	reg [31:0] regBank[31:0];
	integer i;
	always @(posedge clk or posedge rst) begin
		if(rst) begin
			for(i=0;i<32;i=i+1)
				regBank[i] = 32'd0;
		end
		else if(regWrite && writeAddr > 0 && writeAddr < 32) begin
			regBank[writeAddr] = writeData;
		end
		else if(writeAddr == 0) begin
			regBank[writeAddr] = 32'd0;
		end
	end
	assign resOut = regBank[12];
	always @(*) begin
		if(regAddr1 >= 32 ) begin
			regData1 = 32'hXXXXXXXX;
		end
		else begin
			regData1 = regBank[regAddr1];
		end
		if(regAddr2 >= 32) begin
			regData2 = 32'hXXXXXXXX;
		end
		else begin
			regData2 = regBank[regAddr2];
		end
	end
endmodule
$ cat ./run.sh
#!/bin/bash
# OpenROAD 26Q1-2900-gdf79404cd8, Yosys 0.63+post, stock flow scripts
make -C /OpenROAD-flow-scripts/flow DESIGN_CONFIG=/design/flow/config.mk WORK_HOME=/design/flow/orfs finish
$ cat ./config.mk
export PLATFORM = sky130hd
export DESIGN_NAME = RegFile
export DESIGN_NICKNAME = RegFile
export VERILOG_FILES = /design/flow/design.v
export SDC_FILE = /design/flow/constraint.sdc
export NUM_CORES = 4
export LEC_CHECK = 1
export CORE_UTILIZATION = 50
$ cat ./constraint.sdc
current_design RegFile

set clk_period 5.9
set clk_io_pct 0.2

create_clock -name clk0 -period $clk_period [get_ports {clk}]

set non_clock_inputs [all_inputs -no_clocks]
set_input_delay [expr $clk_period * $clk_io_pct] -clock clk0 $non_clock_inputs
set_output_delay [expr $clk_period * $clk_io_pct] -clock clk0 [all_outputs]
==> run summary <==
Mapped Area -> 51200 µm²
Post-synthesis sequential area ratio -> 50.0%
Cell type with the largest total area -> dfrtp_1
CTS Buffer Depth -> 3
Hold Path Class -> reg -> reg
Status -> finished, violations left
Crit-path max FO -> 14
CP max stage cell -> nor2b_1
Fillcell total -> 8275
Top post-synthesis cells by area -> dfrtp_1 (50%), mux2_2 (22%), a22oi_1 (10%), clkbuf_1 (1.8%), nand2_1 (1.5%)
Die Y -> 322 µm
Share of post-route cells with drive strength above 1 -> 36.8%
Crit share post-route -> 102%
YS warnings -> 2
CP max stage delay -> 1.03 ns
Final setup violation count -> 1
Final hold slack -> 0.531 ns
Max reg flops -> 1024
Sum Neg Setup Slack -> -0.0957 ns
Pwr per Cell Area -> 336 nW/µm²
Area Growth Syn to Fin -> 18.9%
DRC -> 0
Post-route design area -> 60900 µm²
Pre-antenna DRT Iters -> 9
Crit start category -> primary input
Final Power -> 20500 µW
CTS Buf Count -> 111
CTS tree -> built
Ys cells -> 4349
Port buffer count -> 145
Wire per inst -> 47.0 µm
Pleak -> 0.0266 µW
Place WS -> 0.136 ns
Data arrival, critical path -> 4.82 ns
Most frequent cell after synthesis -> dfrtp_1
Post-synth ARST share -> 100%
Count of cell types in the netlist -> 68
Total clock sinks -> 1024
Dominant flop cell -> dfrtp_1
Largest net degree at the start of global routing -> 106
Final WL -> 286 mm
Hold Vio Cnt, Final -> 0
List of most frequent post-synthesis cells -> dfrtp_1 (1024), mux2_2 (1007), a22oi_1 (713), clkbuf_1 (244), nand2_1 (204)
Critical Path RT -> 4.72 ns
Log Warnings -> 35
First-pass GRT wire length -> 387 mm
Cell row count -> 117
Core ar. -> 102000 µm²
Peak VDD IR -> 300 µV
Worst slew pin tran -> 1.24 ns
CP cell instances -> buf_2 > nor2b_1 > and2_1 > a32oi_1 > o311ai_0 > a2111oi_0 > a31oi_1 > buf_4 > clkdlybuf4s50_1
Clk_skew -> 0 ns
Final Max Slew Viols -> 0
Crit end category -> output pin
Slew headroom -> 17.1%
Max-area cell share -> 50.0%
GRT Total Usage -> 58.3%
IO Pins -> 146
YS chip area -> 51200 µm²
Crit path kind -> in -> out
Register bit count reported by yosys -> 1024
Max-Cap Viols -> 0
Cells after synthesis -> 4349
Post-synth EDFFs -> 0
CTS root buffer -> clkbuf_16
Crit path buf inv count -> 3
Maximum clock rate -> 0.167 GHz
DR vias -> 46742
Routability cong. -> 1.10
Final antenna-violating net count -> 0
Hold_buf cts -> 0
H-tree depth -> 3
Violated checks -> setup timing
Clk slew on worst S/H paths -> 0.06 ns
Final min period -> 6.00 ns
GRT overflow -> 0
Post-DP HPWL -> 186 mm
Vias per inst -> 7.69
Die ar. -> 104000 µm²
CP top delay family -> simple AND/OR/NAND/NOR gates
Die Width -> 322 µm
Vias in the first global route -> 45119
Synth Area per Inst -> 11.8 µm²
Initial antenna violation count -> 26
1st-iter DRT viols -> 5967
RSZ-0062 raised after global routing -> false
FP Core Util -> 50.4%
Setup slack after layout -> -0.0957 ns
Worst-skew pair later-pin latency -> 0.74 ns
Area after DPL -> 56800 µm²
[through the flow]
step | instances | util [%]
2_1_floorplan | 4349 | -
3_3_place_gp | 5843 | 55.9
3_5_place_dp | 5843 | 55.9
4_1_cts | 6050 | 59.8
5_1_grt | 6055 | 59.9
6_report | 6079 | 59.9
[where the power goes]
part	switching (µW)	internal (µW)
clock	3100	4550
sequential	1390	8340
combinational	1440	1640
total	5930	14500
[cell families after synthesis]
family          count (synthesis)  share of synthesized area [%]
mux                          1055                           23.1
buf+inv                       426                           3.47
compound gates               1080                           15.9
simple gates                  764                           7.47
flops                        1024                           50.0
[repair_timing]
action / in CTS / in global routing
endpoints found under the setup margin: 0 / 2
gates resized: 0 / 0
buffers inserted: 0 / 4
[per-layer routing]
metal | track usage (%) | vias up | share of wire [%]
met5 | 1.56 | - | 0.13
met4 | 41.3 | 32 | 9.6
met3 | 39.5 | 1594 | 18
met2 | 73.7 | 4491 | 39
met1 | 70.9 | 23357 | 34
li1 | - | 17268 | -
[placed cells by master, fill, tap and decap left out, types with 7 or more instances in the layout]
master,instances
nor2b_1,46
nor3_1,52
nor2_4,75
a21oi_1,74
clkinvlp_4,11
clkinv_2,21
a22oi_1,713
a2111oi_0,14
clkbuf_1,16
a31oi_1,27
and3_1,16
mux2_2,1007
buf_12,50
nor4_1,21
nand2_1,192
o22ai_1,7
buf_2,9
buf_4,354
clkbuf_8,23
a221oi_1,39
nand3_1,49
a22o_1,62
nand2_2,13
diode_2,25
nand3b_1,11
and2_1,8
a222oi_1,26
dfrtp_1,1024
and4_1,10
nand4_1,96
mux2i_1,46
o21ai_0,35
clkdlybuf4s50_1,136
nand2b_1,12
o32a_1,17
bufinv_16,17
or3_1,7
clkbuf_16,113
a32oi_1,16
nor2_1,107
[final cells by class]
cell class                 instances  area, µm²  share of cell area, %
timing repair buffer             549       5060                   8.32
clock buffer                     152       3200                   5.26
clock inverter                    55        796                   1.31
inverter                           7       30.0                 0.0493
antenna                           25       62.6                  0.103
multi-input combinational       2899      24400                   40.1
sequential                      1024      25600                   42.1
tap                             1368       1710                   2.81
[final timing paths]
kind | from | end | slack (ns) | cells after the start
worst max-delay path | regAddr1[0] | regData1[31] | -0.1 | 9
worst min-delay path | regBank[0][3] | regBank[0][3] | 0.53 | 1
worst max register to register | regBank[12][27] | regBank[12][27] | 4.97 | 1
worst min register to register | regBank[0][3] | regBank[0][3] | 0.53 | 1
max in group asynchronous | rst | regBank[16][25] | 3.48 | 4
min in group asynchronous | rst | regBank[23][12] | 0.80 | 2
Power figures rest on the tool's default switching activity, not on a simulated workload.
